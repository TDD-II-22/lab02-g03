`design/flow/design.v`:
```
`timescale 1ns / 1ps
package pkg_bits;
    parameter int   BITS_WIDTH                                 =                      8;
    parameter int   BITS_HEIGHT                                =                      2;
    typedef logic [ BITS_WIDTH       - 1 : 0]                                    bits_t;
    typedef logic [ BITS_WIDTH           : 0]                                   bitsw_t;
    typedef logic [ BITS_HEIGHT      - 1 : 0]                                   bitsh_t;
    typedef logic [ 2**(BITS_HEIGHT) - 1 : 0] [ BITS_WIDTH - 1 : 0]  matriz_2alaN_x_W_t;
endpackage
`timescale 1ns / 1ps
package pkg_bits;
    parameter int   BITS_WIDTH                                 =                      16;
    parameter int   BITS_HEIGHT                                =                      5;
    typedef logic [ BITS_WIDTH       - 1 : 0]                                    bits_t;
    typedef logic [ BITS_WIDTH           : 0]                                   bitsw_t;
    typedef logic [ BITS_HEIGHT      - 1 : 0]                                   bitsh_t;
    typedef logic [ 2**(BITS_HEIGHT) - 1 : 0] [ BITS_WIDTH - 1 : 0]  matriz_2alaN_x_W_t;
endpackage
`timescale 1ns / 1ps
package pkg_bits;
    parameter int   BITS_WIDTH                                 =                      8;
    parameter int   BITS_HEIGHT                                =                      2;
    typedef logic [ BITS_WIDTH       - 1 : 0]                                    bits_t;
    typedef logic [ BITS_WIDTH           : 0]                                   bitsw_t;
    typedef logic [ BITS_HEIGHT      - 1 : 0]                                   bitsh_t;
    typedef logic [ 2**(BITS_HEIGHT) - 1 : 0] [ BITS_WIDTH - 1 : 0]  matriz_2alaN_x_W_t;
endpackage
`timescale 1ns / 1ps
package pkg_bits;
    parameter int   BITS_WIDTH                                 =                      16;
    parameter int   BITS_HEIGHT                                =                      5;
    typedef logic [ BITS_WIDTH       - 1 : 0]                                    bits_t;
    typedef logic [ BITS_WIDTH           : 0]                                   bitsw_t;
    typedef logic [ BITS_HEIGHT      - 1 : 0]                                   bitsh_t;
    typedef logic [ 2**(BITS_HEIGHT) - 1 : 0] [ BITS_WIDTH - 1 : 0]  matriz_2alaN_x_W_t;
endpackage
`timescale 1ns / 1ps
module module_register_pp(
    input   logic               clk_i,
    input   logic               rst_i,
    input   logic               control_i,
    input   logic    [31 : 0]   entrada_i,
    output  logic    [31 : 0]   salida_o    
    );
    logic [31 : 0]  state;
    logic [31 : 0]  next_state;
    always_ff @(posedge clk_i) begin   
        if(rst_i) state <= 0;
        else      state <= next_state;
    end 
    always@(*) begin
        case(control_i)
            0:next_state        = entrada_i;
            1:next_state        = state;
            default: next_state = entrada_i;
        endcase
    end
    always@(*) begin
	   salida_o = state;
    end  
endmodule
```
`design/flow/run.sh`:
```
#!/bin/bash
# OpenROAD 26Q1-2900-gdf79404cd8, Yosys 0.63+post, stock flow scripts
make -C /OpenROAD-flow-scripts/flow DESIGN_CONFIG=/design/flow/config.mk WORK_HOME=/design/flow/orfs finish
```
`design/flow/config.mk`:
```
export PLATFORM = sky130hd
export DESIGN_NAME = module_register_pp
export DESIGN_NICKNAME = module_register_pp
export VERILOG_FILES = /design/flow/design.v
export SDC_FILE = /design/flow/constraint.sdc
export NUM_CORES = 4
export LEC_CHECK = 1
export CORE_AREA = 10 10 101 101
export DIE_AREA = 0 0 111 111
```
`design/flow/constraint.sdc`:
```
current_design module_register_pp

set clk_period 1.0
set clk_io_pct 0.2

create_clock -name clk0 -period $clk_period [get_ports {clk_i}]

set non_clock_inputs [all_inputs -no_clocks]
set_input_delay [expr $clk_period * $clk_io_pct] -clock clk0 $non_clock_inputs
set_output_delay [expr $clk_period * $clk_io_pct] -clock clk0 [all_outputs]
```
==> results.cfg <==
; generated from flow reports
[outcome]
outcome = finished, final reports clean

[logic_synthesis]
syn-instance-count = 103
synth-edff-count = 0
ys_async_sr_fraction_pct = 0
synthDistinctLibCells = 6
yosys_cells = 103
synth.yosys.warnings = 1
syn_area_mm2 = 0.001164
synth_sequential_area_ratio_pct = 55.05
largest_type_area_fraction_pct = 55.05
ys_seq_elements = 32
synth_cell_count_leaders = 32 x sky130_fd_sc_hd__dfxtp_1, 32 x sky130_fd_sc_hd__mux2i_1, 32 x sky130_fd_sc_hd__nor2_1, 3 x sky130_fd_sc_hd__buf_12, 3 x sky130_fd_sc_hd__clkbuf_1
synthesis.area_per_instance_um2 = 11.30
yosys-top-cells-area = sky130_fd_sc_hd__dfxtp_1 55%, sky130_fd_sc_hd__mux2i_1 28%, sky130_fd_sc_hd__nor2_1 10%
synth.yosys.chip_area_mm2 = 0.001164
main_flop_type_after_synthesis = sky130_fd_sc_hd__dfxtp_1
synth_area_leader_cell = sky130_fd_sc_hd__dfxtp_1

[power]
static_leak_nw = 0.8883
max_ir_drop_vdd_mv = 0.3813
power.total_mw = 2.815
p_per_area_mw_per_mm2 = 1472

[setup_path]
criticalPathCategory = reg -> out
cp_slowest_stage_delay_ps = 320
cp_num_buf_inv = 1
critical_path.slowest_cell = sky130_fd_sc_hd__dfxtp_2
critical_path.top_delay_family = flip-flops
cell_by_cell_trace_of_the_critical_path = clkdlybuf4s15_1
worst_ep_arrival_time_ps = 760
worst_setup_path_end_kind = primary output
highest_fanout_seen_on_the_critical_path = 2
worst-endpoint-required_ps = 800
cp-start-kind = flop

[route]
drt_first_iter_violations = 10
remaining_drcs = 0
route.final.wire_length_um = 3313
routed_vias_inst = 3.363
drt-pass1-iter-count = 4
antenna_violating_nets_post_route = 0
wire_per_inst_um = 11.79
num_antenna_cells = 0
num_vias = 945

[finish]
largestRegisters = state (32)
layout-drive-gt1-share_pct = 43.18
largest_register = state
area_growth_pct = 64.41
flip_flop_count_of_the_largest_register_all_copies_and_words_added = 32

[floorplan]
chipHeight_um = 111
number_of_primary_i_o_pins = 67
die_w_um = 111
fp.dieArea_mm2 = 0.01232
coreArea_mm2 = 0.008134
fp_util_pct = 14.31
floorplan.rows = 33

[timing]
worst_slew_pin_slew_ps = 144.0
finalClockPeriodUsage_pct = 96.16
timing.hold.ws_ps = 406.7
number_of_endpoints_failing_setup_at_the_final_stage = 0
layout_min_cycle_time_ps = 961.6
hold_viol_final = 0
finalMaxSlewViolations = 0
grt_setup_unrepaired = false
worst_relative_slew_slack_pct = 90.13
fin_skew_ps = 0
clock.fmax_mhz = 1040

[placement]
hpwlAfterDp_um = 2453
port_buffers = 66
gp_routability_congestion = 0.7271

[clock_tree]
clkTransAtPathRegs_ps = 70
deepest_level_of_the_cts_h_tree = 2
tritoncts = built
cts_buffers = 5
ctsHoldBuffers = 0
clk-insertion-delay-late_ps = 280
largest_buffer_count_on_any_clock_path = 2
cts_root_buffer = sky130_fd_sc_hd__clkbuf_8
tritoncts_sink_count = 32

[grt]
globalRouteTotalUtil_pct = 5.167
antenna_violations_before_repair = 0
wire_length_of_the_first_global_routing_pass_um = 5354
grt-ovfl-total = 0
first_global_vias = 991
grt_max_degree = 33

[min_path]
min-delay-path-class = in -> reg

[flow_run]
maxCapViolations = 0
warning_total_across_the_stage_logs = 25
routing by layer:
layer | GRT usage (%) | routed length (um)
met5 | 0 | 0
met4 | 1.128 | 87
met3 | 1.916 | 200
met2 | 8.333 | 1509
met1 | 6.440 | 1515
power by group:
part           internal [mW]  switching, mW
Clock                  0.561          0.466
Sequential              1.37         0.0345
Combinational          0.260          0.127
logic make-up (layout without fill, tap and decap cells):
kind of cell | Yosys count | in the layout | share of synthesized area, %
flops | 32 | 32 | 55.05
simple gates | 32 | 32 | 10.32
mux | 32 | 32 | 27.53
buf+inv | 7 | 80 | 7.097
metrics by stage:
step / util (%) / worst slack, ps / instance area (um^2) / setup TNS (ps) / instances
after floorplan: - / 207.3 / 1164 / 0 / 103
after global placement: 23.73 / -96.88 / 1931 / -3053 / 272
after detailed placement: 23.73 / -108.1 / 1931 / -3264 / 272
after CTS: 25.06 / 0.7185 / 2038 / 0 / 281
after global routing: 23.52 / 0.04996 / 1913 / 0 / 281
final: 23.52 / 38.37 / 1913 / 0 / 281
worst reg2reg max path: stages, from the launching register on:
cell	delay, ps
sky130_fd_sc_hd__dfxtp_2	320
sky130_fd_sc_hd__buf_4	120
sky130_fd_sc_hd__mux2i_1	120
sky130_fd_sc_hd__nor2_1	50
placed cells by master (no fill, tap or decap):
cell and n:
sky130_fd_sc_hd__clkdlybuf4s50_1 33, sky130_fd_sc_hd__clkdlybuf4s15_1 1, sky130_fd_sc_hd__buf_12 2, sky130_fd_sc_hd__buf_2 7, sky130_fd_sc_hd__mux2i_1 32, sky130_fd_sc_hd__clkbuf_8 6
sky130_fd_sc_hd__buf_4 4, sky130_fd_sc_hd__dfxtp_2 32, sky130_fd_sc_hd__clkbuf_2 25, sky130_fd_sc_hd__nor2_1 32, sky130_fd_sc_hd__clkbuf_1 2
layout make-up:
cell class                 count  area, um^2
multi-input combinational     64       440.4
tap                          105       131.4
sequential                    32       680.7
fill                         874        6221
timing repair buffer          72       570.5
clock buffer                   8       90.09
path summary, 6_finish.rpt:
| kind | start | end | slack [ps] | cells after the start |
|---|---|---|---|---|
| max | state[5]$_SDFFE_PP0N_ | salida_o[5] | 40 | 1 |
| min | control_i | state[20]$_SDFFE_PP0N_ | 410 | 4 |
| max reg2reg | state[24]$_SDFFE_PP0N_ | state[24]$_SDFFE_PP0N_ | 280 | 3 |
| min reg2reg | state[19]$_SDFFE_PP0N_ | state[19]$_SDFFE_PP0N_ | 480 | 2 |
timing repair:
action,CTS,global route
buffers inserted,1,0
pin swaps,0,0
gates cloned,0,0
endpoints found under the setup margin,32,25
gates resized,105,25
Power is estimated from default activity; no workload was simulated.
